===== design.v =====
module counter(
    input wire clk,
    input wire reset,
    output reg [3:0] cout
);
always @(posedge clk or posedge reset) begin
    if (reset) begin
        cout <=4'b0000;
    end else begin
        cout<= cout+1;
    end
end
endmodule

===== run.sh =====
#!/bin/bash
# OpenROAD 26Q1-2900-gdf79404cd8, Yosys 0.63+post, stock flow scripts
make -C /OpenROAD-flow-scripts/flow DESIGN_CONFIG=/design/flow/config.mk WORK_HOME=/design/flow/orfs finish

===== config.mk =====
export PLATFORM = sky130hd
export DESIGN_NAME = counter
export DESIGN_NICKNAME = counter
export VERILOG_FILES = /design/flow/design.v
export SDC_FILE = /design/flow/constraint.sdc
export NUM_CORES = 4
export LEC_CHECK = 1
export CORE_AREA = 10 10 70 70
export DIE_AREA = 0 0 80 80

===== constraint.sdc =====
current_design counter

set clk_period 1.5
set clk_io_pct 0.2

create_clock -name clk0 -period $clk_period [get_ports {clk}]

set non_clock_inputs [all_inputs -no_clocks]
set_input_delay [expr $clk_period * $clk_io_pct] -clock clk0 $non_clock_inputs
set_output_delay [expr $clk_period * $clk_io_pct] -clock clk0 [all_outputs]

==> qor.yml <==
wirelength_um: 396
syn2layout_area_growth_pct: 96.49
avgRoutedWirePerCell_um: 6.092
end_kind: "output pin"
slew_headroom: 0.9008
internal_power_uw: 200.3
hold_buffers: 0
finalClockSkew_ns: 0.004472
r2r-start: "cout[0]"
rsz0062_at_grt: "no"
path_cells: "clkdlybuf4s50_1"
grt-ovfl-total: 0
die-area_sq_um: 6400
cp.depth: 1
fp-utilization: 0.04176
rows: 21
crit_slowest_cell: "clkdlybuf4s50_1"
required_ns: 1.20
period_needed_ns: 1.402
die_x_um: 80
max_flop_register: "cout"
reg2regPathDepth: 2
switching_share: 0.1779
tightest_slew_ns: 0.1486
leakage_nw: 0.1225
synth.most_common_cell: "dfrtp_1"
cts_sinks: 4
cts-root-buf: "clkbuf_4"
p_clk_frac: 0.535
setup-tns-final_ns: 0
yosys_area_sq_um: 142.6
synth_flop_count: 4
drt-initial-drc-count: 0
synthTopCellsByCount: "dfrtp_1 (4), inv_1 (2)"
finalPower_uw: 243.6
reg2reg_to: "cout[2]"
fillers: 409
cts_tree: "done"
cp_num_buf_inv: 1
clk_latency_ns: 0.23
async_reset_ff_frac: 1.000
via_per_inst: 1.523
worst-setup-path-type: "reg2out"
syn_area_sq_um: 142.6
finalHoldViolations: 0
yosysTopAreaCell: "dfrtp_1"
top_cell_area_share: 0.7018
top_regs: "cout (4)"
netlist_instances: 10
setup_viol: 0
tool_warnings: 25
track_usage: 0.01414
combinationalPowerShare: 0.019
core-area_sq_um: 3416
critPathCapture: "cout[0]"
cp_top_family: "buffers and inverters"
slew_viol_final: 0
reg2reg_slack_ns: 0.63
syn_avg_cell_area_sq_um: 14.26
firstDrtPassIters: 1
synth_stat.cells: 10
grt_pass1_vias: 127
synth-edff-count: 0
top_cells_by_area: "dfrtp_1 (70%), ha_1 (8.8%), xnor2_1 (6.1%)"
seq_power_share: 0.446
switchingPower_uw: 43.34
fmaxAchievable_mhz: 713.3
place.gp.congestion: 0.6441
drc: 0
cp-startpoint: "cout[0]"
peakVddDrop_v: 0.0004495
largest_reg_flops: 4
htree_levels: 1
yosys_warnings: 1
die_h_um: 80
fin_crit_sh: 0.9346
grt_pass1_wl_um: 662
maxCapViolCount: 0
cts.reportedPaths.clkPinSlew_ns: 0.04
critical_path.max_fanout: 4
run_status: "finished clean"
grt_max_degree: 5
io_pins: 6
clockBufferDepth: 2
drive_above_1_share: 0.2105
diodes: 0
cts-buffers-inserted: 3
final_antenna_net_count: 0
startpoint_type: "flop"
yosys.cell_types.count: 6
synthFlopType: "dfrtp_1"
worstPathArrival_ns: 1.10
portBuffers: 5
vias: 99
whs_ns: 0.2532
synth_seq_share: 0.7018
cp_slowest_stage_delay_ns: 0.49
hp-class: "in2async"
p_per_area_nw_per_um2: 869.2
antenna_found_initial: 0
[worst reg2reg max path: stages (launching register included)]
cell     delay, ns
dfrtp_1       0.40
ha_1          0.22
xor2_1        0.14
[through the flow]
step | std cells | setup WS, ns | cell area, sq um | util
3_3_place_gp | 61 | 0.3159 | 250.2 | 0.07326
6_report | 65 | 0.09811 | 280.3 | 0.08205
2_1_floorplan | 10 | 0.6790 | 142.6 | -
4_1_cts | 64 | 0.04126 | 272.8 | 0.07985
5_1_grt | 65 | 0.03822 | 280.3 | 0.08205
3_5_place_dp | 61 | 0.2948 | 250.2 | 0.07326
[cell type report]
| class | instances | area (sq um) | area share |
|---|---|---|---|
| timing repair buffer | 6 | 57.56 | 0.2054 |
| sequential | 4 | 100.1 | 0.3571 |
| clock buffer | 3 | 22.52 | 0.08036 |
| inverter | 2 | 7.507 | 0.02679 |
| tap | 46 | 57.56 | 0.2054 |
| multi-input combinational | 4 | 35.03 | 0.1250 |
[layer usage]
metal | routed length [um] | GRT usage | vias up
met4 | 0 | 0.003521 | 0
li1 | - | - | 49
met2 | 87 | 0.01124 | 8
met5 | 0 | 0 | -
met1 | 246 | 0.02068 | 42
met3 | 62 | 0.01591 | 0
[cells by family (layout without fill, tap and decap cells)]
kind of cell / Yosys count / in the layout / share of synthesized area
adder cells (fa/ha/maj): 1 / 1 / 0.08771
flip-flops: 4 / 4 / 0.7018
XOR/XNOR: 2 / 2 / 0.1228
buffers and inverters: 2 / 11 / 0.05265
AND/OR/NAND/NOR: 1 / 1 / 0.03505
[layout by cell type (no fill, tap or decap)]
master and count:
buf_4 1, inv_1 2, dfrtp_1 4, clkbuf_4 3
nand3_1 1, xor2_1 1, ha_1 1, clkdlybuf4s50_1 5
xnor2_1 1
[worst min path at each step]
stage	end	startpoint	slack (ns)	cells after the start
final	cout[3]	reset	0.25	2
after global routing	cout[3]	reset	0.26	2
after CTS	cout[3]	reset	0.25	2
[power by group through the flow]
stage | logic (mW) | registers (mW) | clock network (mW)
finish | 0.00466 | 0.109 | 0.130
CTS | 0.00483 | 0.109 | 0.136
global route | 0.00532 | 0.108 | 0.149
[repair_timing]
item	in CTS	in global routing
buffers inserted	0	1
setup endpoints to repair	0	1
gates resized	0	0
