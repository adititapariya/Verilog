### ./run.sh
#!/bin/bash
# OpenROAD 26Q1-2900-gdf79404cd8, Yosys 0.63+post, stock flow scripts
make -C /OpenROAD-flow-scripts/flow DESIGN_CONFIG=/design/flow/config.mk WORK_HOME=/design/flow/orfs finish
### ./config.mk
export PLATFORM = sky130hd
export DESIGN_NAME = alu
export DESIGN_NICKNAME = alu
export VERILOG_FILES = /design/flow/design.v
export SDC_FILE = /design/flow/constraint.sdc
export NUM_CORES = 4
export LEC_CHECK = 1
export CORE_AREA = 10 10 70 70
export DIE_AREA = 0 0 80 80
### ./constraint.sdc
current_design alu

set clk_period 5.2
set clk_io_pct 0.2

create_clock -name clk0 -period $clk_period

set non_clock_inputs [all_inputs -no_clocks]
set_input_delay [expr $clk_period * $clk_io_pct] -clock clk0 $non_clock_inputs
set_output_delay [expr $clk_period * $clk_io_pct] -clock clk0 [all_outputs]
### ./design.v
module alu(input [3:0] A,B,
input [2:0] op,
output reg [3:0]result);
always @*
begin
    case(op)
        3'b000: result= A + B;
        3'b001: result= A - B;
        3'b010: result= A & B;
        3'b011: result= A | B;
        3'b100: result= A ^ B;
        default: result = 4'b0;
    endcase
end
endmodule
==> results.txt <==
From the run reports.

- The critical path goes through clkdlybuf4s50_1 > nor2_2 > nand2_1 > o21ai_1 > inv_1 > ha_1 > a21o_1 > a21oi_1 > xnor2_1 > a21o_1 > clkdlybuf4s50_1.
- In this run the remaining antenna-violating nets after routing total 0.
- The power density over the cells reads between 80 and 90 nW/um^2.
- The data required time of the critical path is 4160 ps.
- The total of clock buffers placed in the layout is 0.
- The routing usage on met3 reads 0.004545.
- The detailed-route vias per instance reads ~3.5.
- In this run the mean area of a mapped cell was roughly 7.1 um^2.
- The most popular library cell in the synthesized design by count reads sky130_fd_sc_hd__ha_1.
- The top cell type's share of synthesized area is 0.3529.
- Counting pins that exceed their max-slew limit in the final report gives 0.
- The placer congestion estimate is 0.7928.
- The area of the core region reads 3416 um^2.
- The number of fill cells is roughly 400.
- The count of buffering cells on the critical path with inverters included reads 3.
- The run finished with clean final reports.
- The endpoint class of the critical path reads an output port.
- The area taken by multi-input combinational cells is reported as 377.9 um^2.
- Input and output buffers added on the ports amount to 15.
- The class of the most critical hold timing path reads in -> out.
- In the global route stage, met1 resource usage came out at 0.04705.
- Overall routing resource usage recorded by global route was 0.03470.
- The routing usage on met2 is 0.06019.
- Of the available clock period, the critical path in the final layout requires 0.8766.
- The finished layout holds 120 standard cells, fillers aside.
- The count of synthesis-stage warnings from yosys is 1.
- The placement-stage worst setup slack reads about 640 ps.
- The cell type of the slowest stage on the worst timing path reads sky130_fd_sc_hd__clkdlybuf4s50_1.
- For reference, the top cells by count after synthesis are 12 x sky130_fd_sc_hd__ha_1, 8 x sky130_fd_sc_hd__inv_1, 6 x sky130_fd_sc_hd__nand2_1, 4 x sky130_fd_sc_hd__nor2_1.
- With fillers left out, the area of the finished cells amounts to 628.1 um^2.
- In this build the clock could be raised as far as between 0.2 and 0.25 GHz.
- The worst max-slew margin expressed relative to the limit is 0.7804.
- The post-route setup TNS reads 0 ps.
- The die is roughly 80 um wide.
- Hold timing on the final database bottoms out at a slack of between 3000 and 4000 ps.
- The chip area from the yosys synthesis statistics is around 430 um^2.
- Summed over all nets, the half-perimeter wirelength after detailed placement is approximately 950 um.
- The maximum fanout encountered on the critical timing path is 7.
- Per the placement report, the placed cell count is about 120.
- Power comes to approximately 0.055 mW.
- The number of cells in Yosys stat is 60.
- The wire length of the first global-routing pass reads 1904 um.
- The standard cell area after detailed placement is ~630 um^2.
- Setup repair after global routing left no endpoint under its margin.
- Summed over all cells, the static leakage comes to about 0.29 nW.
- The total area of sequential cells is 0 um^2.
- The hold buffer count at CTS is 0.
- Per the synthesis report, the dominant area consumer among library cells is sky130_fd_sc_hd__ha_1.
- Yosys attributes the largest share of cell area to sky130_fd_sc_hd__ha_1 35%, sky130_fd_sc_hd__inv_1 7.1%, sky130_fd_sc_hd__xnor2_1 6.2%, sky130_fd_sc_hd__nand2_1 5.3%, sky130_fd_sc_hd__fa_1 4.7%.
- The worst setup path category is in -> out.
- The final routed wirelength across all metal layers is about 1100 um.
- The gate count after technology mapping is 60.
- The nature of the critical path startpoint is an input pin.
- The signed area change from the synthesized netlist to the final layout is 47.65%.
- The number of failing setup endpoints in the final timing report reads 0.
- The cell class contributing the biggest share of worst-path delay reads buffers and inverters.
- The via count of the first global-routing pass is roughly 430.
- The share of synthesized area occupied by flip-flops and latches reads 0.
- The final critical delay including setup and external delays reads 4558 ps.
- The fraction of layout instances using a drive strength above 1 reads 0.06757.
- The worst-case IR drop observed on VDD is 0.03428 mV.
- The number of DRC markers in iteration 0 reads 3.
- Setup slack on the critical path of the routed design comes to between 600 and 700 ps.
- The final design utilization is 0.1839.
- The vertical die dimension reported for this design is around 80 um.
- STA puts the critical path data arrival time at ~3500 ps.
- The post-CTS resize count reads 0.
- Entering global routing, the biggest net connects 10 pins.
- The flop count reads 0.
- The max-cap check violation count reads 0.
- The number of top-level pins reads 15.
- The number of distinct standard cells referenced by the synthesized netlist is 21.
- The routing layer with the top usage in global route is met2.
- The sum of overflow across all layers after global routing reads 0.
- The post-synth design cell area is between 400 and 500 um^2.
- The measured slew at the worst slew-check pin is approximately 330 ps.
- Post-CTS timing repair inserted 0 buffers for setup.
- The via total after detailed routing is around 420.
- The routed wire length per instance is around 9 um.
- The routed design ends up with an antenna cell count of 0.
- TritonRoute reported its final design rule violation total as 0.
- The longest incremental delay of any stage on the critical path is reported as between 500 and 600 ps.
- The number of warnings reported in the stage logs is 37.
- The number of antenna violations at the first check in global routing is 0.
- The floorplan has 21 rows.
- The total die size reads 6400 um^2.
- The pre-placement core utilization is 0.1245.
- In the log, the iteration count for the first detailed-route pass is 3.
- The final hold violation count reads 0.
## path summary, 6_finish.rpt
check	from	endpoint	slack [ps]	depth (start not counted)
worst min-delay path	op[2]	result[0]	3220	3
worst max-delay path	op[1]	result[3]	640	11
## power by group
part	total, mW	internal [mW]	switching [mW]
clock network	0	0	0
logic	0.0546	0.0309	0.0237
registers	0	0	0
## layout make-up
class / instances / share of cell area
tap: 46 / 0.09163
inverter: 11 / 0.06773
timing repair buffer: 15 / 0.2390
multi-input combinational: 48 / 0.6016
## logic make-up (layout without fill, tap and decap cells)
logic type               Yosys count  count (layout)  share of synthesized area
adder cells (fa/ha/maj)           13              13                     0.4000
XOR/XNOR                           5               5                     0.1030
AND/OR/NAND/NOR                   13              13                     0.1294
buffers and inverters             12              26                     0.1118
AND-OR/OR-AND                     17              17                     0.2558
## layout by cell type, fill, tap and decap left out, drive strengths merged
master / count
nand2b: 1
nand3: 1
o21ai: 6
a32oi: 1
nor2: 5
clkdlybuf4s50: 15
xnor2: 3
inv: 10
clkinv: 1
a31oi: 2
a21o: 2
o211ai: 1
ha: 12
nand2: 6
o22ai: 2
xor2: 2
fa: 1
a21oi: 3
## routing by layer
layer | vias to the layer above | part of all wire
met5 | - | 0
met4 | 0 | 0
met3 | 0 | 0.037
met2 | 8 | 0.43
met1 | 181 | 0.53
li1 | 229 | -
Power is estimated from default activity; no workload was simulated.
